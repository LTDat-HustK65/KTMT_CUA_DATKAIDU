==> design.v <==
module result_mux (
    input [31:0] ALUResultW, ReadDataW, PCPlusW,
    input [1:0] ResultSrcW,
    output [31:0] ResultW
);
    assign ResultW = ResultSrcW[1] ? PCPlusW : (ResultSrcW[0] ? ReadDataW : ALUResultW);
endmodule
==> run.sh <==
#!/bin/bash
# OpenROAD 26Q1-2900-gdf79404cd8, Yosys 0.63+post, stock flow scripts
make -C /OpenROAD-flow-scripts/flow DESIGN_CONFIG=/design/flow/config.mk WORK_HOME=/design/flow/orfs finish
==> config.mk <==
export PLATFORM = sky130hd
export DESIGN_NAME = result_mux
export DESIGN_NICKNAME = result_mux
export VERILOG_FILES = /design/flow/design.v
export SDC_FILE = /design/flow/constraint.sdc
export NUM_CORES = 4
export LEC_CHECK = 1
export CORE_AREA = 10 10 88 88
export DIE_AREA = 0 0 98 98
==> constraint.sdc <==
current_design result_mux

set clk_period 1.0
set clk_io_pct 0.2

create_clock -name clk0 -period $clk_period

set non_clock_inputs [all_inputs -no_clocks]
set_input_delay [expr $clk_period * $clk_io_pct] -clock clk0 $non_clock_inputs
set_output_delay [expr $clk_period * $clk_io_pct] -clock clk0 [all_outputs]
==> flow_metrics.py <==
# Physical implementation metrics
metrics = {
    "timing": {
        "setup_slack_ns": -0.07895,
        "setup_violations": 32,
        "fin_crit_sh_pct": 107.9,
        "hold_viol": 0,
        "tns_ns": -0.9151,
        "fin_crit_ns": 1.079,
        "worst_slew_pin_slew_ns": 0.1742,
        "fmax_mhz": 926.8,
        "slew_headroom_pct": 88.05,
        "fin_hold_ws_ns": 0.6733,
        "maxSlewViolCount": 0,
        "rsz0062_at_grt": "yes",
    },
    "floorplanning": {
        "core_mm2": 0.005921,
        "die_w_um": 98,
        "pin_count": 130,
        "fp_util_pct": 12.07,
        "chipArea_mm2": 0.009604,
        "fp-row-count": 28,
        "fp.dieH_um": 98,
    },
    "routing": {
        "drt-total-wl_mm": 4.629,
        "insertedDiodeCount": 0,
        "drt-pass1-iter-count": 4,
        "drc": 0,
        "final_antenna_net_count": 0,
        "via_per_inst": 3.897,
        "drtIter0Drc": 22,
        "wire_per_inst_um": 14.88,
        "vias": 1212,
    },
    "place": {
        "routabilityCongestion": 0.7590,
        "place_inst": 308,
        "io_buffers": 130,
        "post_dp_cell_area_mm2": 0.002096,
        "dp_hpwl_mm": 3.744,
    },
    "finish": {
        "instances_no_fill": 311,
        "syn2layout_area_growth_pct": 173.2,
        "post-route-cell-area_mm2": 0.001952,
        "n_fill_cell": 672,
        "clkbuf_count": 0,
        "seq_area_um2": 0,
        "drive_above_1_share_pct": 22.03,
        "utilization_pct": 32.97,
        "comb_area_um2": 630.6,
        "design.seq.count": 0,
    },
    "worst_setup_path": {
        "crit_arrival_ns": 0.88,
        "path_max_fanout": 8,
        "worstPathRequired_ns": 0.80,
        "cp-start-kind": "input port",
        "cp-end-kind": "output pin",
        "path_class": "input port to output pin",
    },
    "pwr": {
        "combinationalPowerShare_pct": 100.0,
        "power.density_mw_per_mm2": 356.0,
        "p_clk_share_pct": 0,
        "seqPwrFrac_pct": 0,
        "ir_drop_mv": 0.1590,
        "swShare_pct": 33.76,
        "leakagePower_nw": 1.058,
        "p_int_uw": 460.2,
        "p_switching_uw": 234.6,
    },
    "synth": {
        "netlist_instances": 107,
        "synth_seq_share_pct": 0,
        "top_cells_by_count": "mux2i_1 (32), nand2_1 (32), o21ai_1 (28), buf_2 (7), buf_12 (3)",
        "ys_cells": 107,
        "ys_types": 8,
        "top_area_share_pct": 44.83,
        "yosys_area_um2": 714.4,
        "syn_avg_cell_area_um2": 6.677,
        "syn_area_um2": 714.4,
        "yosys.area.top_type": "mux2i_1",
        "topCellsByArea": "mux2i_1 (45%), o21ai_1 (20%), nand2_1 (17%)",
        "yosysWarningCount": 0,
    },
    "run_status": {
        "outcome": "finished with violations",
        "violations": "negative setup slack",
    },
    "global_route": {
        "gr-total-overflow": 0,
        "grt_max_degree": 21,
        "antenna_found_initial": 0,
        "grt_pass1_vias": 1305,
        "grt_pass1_wl_mm": 7.024,
        "grt_usage_pct": 8.901,
    },
    "run": {
        "drv_cap": 0,
        "warnings": 34,
    },
    "worst_hold_path": {
        "min_path_type": "input port to output pin",
    },
    "clocking": {
        "post_cts_buffers": 0,
    },
}
==> worst paths after layout <==
check	start	to	slack, ns	cells after the start
worst max-delay path	ResultSrcW[0]	ResultW[7]	-0.08	5
worst min-delay path	PCPlusW[12]	ResultW[12]	0.67	4
==> per-stage QoR <==
| step | power (mW) | worst slack [ns] |
|---|---|---|
| floorplan | 0.2317 | 0.09746 |
| global placement | 0.8704 | -0.5624 |
| detailed placement | 0.8711 | -0.5576 |
| CTS | 0.7043 | -0.1045 |
| global route | 0.7721 | -0.1171 |
| finish | 0.6948 | -0.07895 |
==> layout make-up <==
class / instances / area share [%]
well taps: 75 / 4.808
repair buffers: 140 / 62.88
multi-input cells: 96 / 32.31
==> cells by family after synthesis <==
logic type | count (synthesis) | share of synthesized area, %
buf+inv | 11 | 14.89
mux | 32 | 44.83
simple gates | 32 | 16.81
compound gates | 32 | 23.47
==> power groups by stage <==
stage	sequential, mW	clock, mW	combinational [mW]
6_report	0	0	0.695
5_1_grt	0	0	0.772
4_1_cts	0	0	0.704
==> routing by layer <==
layer | GRT usage, % | wire (um) | up-vias
li1 | - | - | 636
met1 | 10.34 | 1965 | 501
met2 | 15.53 | 2127 | 73
met3 | 3.770 | 509 | 2
met4 | 0.4474 | 27 | 0
met5 | 0 | 0 | -
==> critical path, cell delays in order <==
cell,delay (ns)
buf_12,0.11
buf_12,0.14
mux2i_1,0.23
o21ai_2,0.08
buf_2,0.12
==> what timing repair did <==
action	CTS	global route
pin swaps	47	29
hold buffers	0	0
endpoints found under the setup margin	32	32
resized	201	7
cloned	3	0
==> placed cells by master, fill, tap and decap left out <==
master,synthesis,layout
buf_4,0,4
buf_2,7,32
buf_12,3,5
mux2i_1,32,26
buf_16,0,3
mux2i_2,0,6
dlygate4sd2_1,0,91
nand2_1,32,32
o21ai_2,2,2
dlymetal6s2s_1,0,3
clkdlybuf4s50_1,0,2
o21ai_1,28,30
Power and IR drop assume default switching activity.
