[design/flow/run.sh]
#!/bin/bash
# OpenROAD 26Q1-2900-gdf79404cd8, Yosys 0.63+post, stock flow scripts
make -C /OpenROAD-flow-scripts/flow DESIGN_CONFIG=/design/flow/config.mk WORK_HOME=/design/flow/orfs finish
[design/flow/config.mk]
export PLATFORM = sky130hd
export DESIGN_NAME = mux4
export DESIGN_NICKNAME = mux4
export VERILOG_FILES = /design/flow/design.v
export SDC_FILE = /design/flow/constraint.sdc
export NUM_CORES = 4
export LEC_CHECK = 1
export CORE_AREA = 10 10 84 84
export DIE_AREA = 0 0 94 94
[design/flow/constraint.sdc]
current_design mux4

set clk_period 1.1
set clk_io_pct 0.2

create_clock -name clk0 -period $clk_period

set non_clock_inputs [all_inputs -no_clocks]
set_input_delay [expr $clk_period * $clk_io_pct] -clock clk0 $non_clock_inputs
set_output_delay [expr $clk_period * $clk_io_pct] -clock clk0 [all_outputs]
[design/flow/design.v]
module mux4 (
    input [31:0] d0, d1, d2, d3,
    input [1:0] s, 
	output reg [31:0] y
);
    always @(*) begin
        case(s)
            2'b00: y = d0;
            2'b01: y = d1;
            2'b10: y = d2;
            2'b11: y = d3;
        endcase
    end
endmodule
==> impl_metrics.toml <==
# physical design summary
[floorplan]
dieArea_sq_mm = 0.00884
chipHeight_um = 94
fp.dieW_um = 94
core_sq_mm = 0.00520
ios = 162
fp-row-count = 26
initCoreUtil = 0.156

[sta]
worst_pin_slew_ns = 0.194
setup_viol = 32
hold_viol = 0
fin_ws_ns = -0.262
relSlewSlack = 0.870
whs_ns = 0.924
grt_setup_unrepaired = "yes"
slew_violations = 0
fmax_ghz = 0.734
min_period_over_period = 1.24
period_needed_ns = 1.36

[placed_design]
placed_area_sq_mm = 0.00248
preCtsSetupSlack_ns = -0.873
hpwl_um = 5680
gp_congestion = 0.910
portBuffers = 162

[critical_path]
critPathMaxFanout = 6
worst-setup-path-type = "input pin to output pin"
crit_arrival_ns = 1.14
slowest_stage = "mux4_2"
end_kind = "output pin"
critPathTopFamily = "multiplexers"
cp_num_buf_inv = 3
slowest_delay_ns = 0.51
required_ns = 0.88
startpoint_type = "input pin"
crit_chain = "buf_16 -> buf_12 -> mux4_2 -> buf_2"

[logic_synthesis]
ys_cells = 39
syn_inst = 39
syn_area_sq_um = 815
avgSynthCellArea_sq_um = 20.9
yosysUniqueCellTypes = 5
ys_seq_share = 0
yosysWarnings = 1
yosysChipArea_sq_um = 815

[routing]
top_layer_used = "met4"
ant_nets = 0
vias = 1177
wl_um = 6610
drtIter0Drc = 10
via_per_inst = 4.28
wl_per_cell_um = 24.0
wl_met3_um = 521
wirelength_met1_um = 2300
dr_wl_met2_um = 3770
drc = 0
drt_first_pass_iters = 3

[power]
power_density_mw_per_mm2 = 336
max-vdd-ir-drop_v = 0.000173
power_uw = 792
pwr-share-seq = 0
p_sw_frac = 0.268
p_sw_uw = 212
leakage_nw = 1.13
clkPwrFrac = 0
p_int_uw = 580
p_comb_frac = 1.000

[grt]
grt_pass1_wl_um = 9220
overflow = 0
grt_pass1_vias = 1399
grt.total_usage = 0.141
grt_max_degree = 17
antenna_found_initial = 2

[flow_run]
max_cap_violations = 0
warning_count = 35

[cells_and_area]
flop_area_sq_um = 0
drive_above_1_share = 0.369
clkbuf_count = 0
final_util = 0.453
fillCellCount = 530
design.seq.count = 0
area_growth_pct = 189
fin_area_sq_mm = 0.00236

[hold_path]
holdCritPathClass = "input pin to output pin"

[clock_network]
cts_hold_buffers = 0
post_cts_buffers = 0

[run_status]
outcome = "complete, but fails checks"
violations = "negative setup slack"
path summary, 6_finish.rpt:
path / startpoint / end / slack [ns] / depth (start not counted)
setup / recovery: s[0] / y[20] / -0.26 / 4
hold / removal: d3[7] / y[7] / 0.92 / 3
placed cells by master (no fill, tap or decap):
cell type / Yosys / routed
buf_16: 0 / 6
clkbuf_16: 0 / 1
buf_6: 1 / 1
buf_12: 3 / 3
mux4_2: 30 / 32
dlygate4sd2_1: 0 / 128
diode_2: 0 / 2
buf_2: 3 / 32
worst min-delay path, cell delays in order:
cell and delay (ns):
dlygate4sd2_1 0.19, mux4_2 0.21, buf_2 0.09
logic make-up (layout without fill, tap and decap cells):
group / Yosys count / in the layout / share of synthesized area
other: 0 / 2 / 0
buffers and inverters: 7 / 171 / 0.106
multiplexers: 32 / 32 / 0.894
synth_stat cells, drive strengths merged:
cell,number,area [sq um]
buf,7,86.3
mux4,32,728
layer usage:
layer  track usage  vias to the layer above
li1              -                      544
met1         0.160                      567
met2         0.263                       64
met3        0.0404                        2
met4        0.0165                        0
met5             0                        -
power groups by stage:
| stage | registers (mW) | logic (mW) | clock network (mW) |
|---|---|---|---|
| 6_report | 0 | 0.792 | 0.000000243 |
| 5_1_grt | 0 | 0.853 | 0.000000243 |
| 4_1_cts | 0 | 0.801 | 0 |
repair_timing:
action | CTS | global route
resized | 255 | 2
setup endpoints to repair | 32 | 32
pin swaps | 0 | 0
gates cloned | 5 | 1
stage by stage:
step,instances,setup TNS [ns]
after floorplan,39,-0.949
final,275,-7.35
after CTS,272,-7.64
after global routing,275,-8.27
after global placement,267,-26.75
after detailed placement,267,-26.84
layout make-up:
cell class	count	area, sq um	share of cell area
Antenna cell	2	5.00	0.00212
Tap cell	70	87.6	0.0372
Multi-Input combinational cell	32	721	0.306
Timing Repair Buffer	171	1540	0.655
No activity file was given, so power comes from the tool's default toggle rates.
